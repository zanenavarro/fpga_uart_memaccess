<file path="flow/run.sh">
#!/bin/bash
# OpenROAD 26Q1-2900-gdf79404cd8, Yosys 0.63+post, stock flow scripts
make -C /OpenROAD-flow-scripts/flow DESIGN_CONFIG=/design/flow/config.mk WORK_HOME=/design/flow/orfs finish
</file>
<file path="flow/config.mk">
export PLATFORM = sky130hd
export DESIGN_NAME = ram
export DESIGN_NICKNAME = ram
export VERILOG_FILES = /design/flow/design.v
export SDC_FILE = /design/flow/constraint.sdc
export NUM_CORES = 4
export LEC_CHECK = 1
export CORE_UTILIZATION = 30
</file>
<file path="flow/constraint.sdc">
current_design ram

set clk_period 16.1
set clk_io_pct 0.2

create_clock -name clk0 -period $clk_period [get_ports {clk}]

set non_clock_inputs [all_inputs -no_clocks]
set_input_delay [expr $clk_period * $clk_io_pct] -clock clk0 $non_clock_inputs
set_output_delay [expr $clk_period * $clk_io_pct] -clock clk0 [all_outputs]
</file>
<file path="flow/design.v">
package cmd_pkg;
    typedef struct packed {
        logic [7:0] cmd_type;   
        logic [7:0] addr;
        logic [7:0] data;
    } cmd_packet_t;
endpackage : cmd_pkg
module ram (
    input logic clk,
    input logic write_en,
    input logic read_strobe,
    input logic [7:0] addr,
    input logic [7:0] write_data,
    output logic [7:0] read_data 
);
    logic [7:0] ram [0:255];  
    always_ff @(posedge clk) begin
        if (write_en) 
            ram[addr] <= write_data;
    end
    always_ff @(posedge clk) begin
        if (read_strobe)
            read_data <= ram[addr];
    end
endmodule
</file>
==> results_dict.tcl <==
# metrics dict for downstream scripts
set metrics [dict create \
    avgSynthCellArea_um2 22.2 \
    die.size.y_um 514 \
    syn_area_um2 78600 \
    io_buffers 26 \
    warning_count 29 \
    die_width_um 514 \
    wl_um 193000 \
    area_growth_pct 14.3 \
    cp_max_fo 70 \
    drtIter0Drc 2565 \
    synth_flops 2056 \
    tightest_slew_ns 1.36 \
    grt_pass1_wl_um 284000 \
    antenna_left 0 \
    cts_root_buf "clkbuf_16" \
    pre_cts_ws_ns 7.76 \
    lay_top_cells "edfxtp_1, mux4_2, a22oi_1" \
    hold_viol 0 \
    fp_util 0.302 \
    grt_max_degree 123 \
    ys_types 21 \
    grt_pass1_vias 41570 \
    yosysWarnings 1 \
    grt_use_total 0.159 \
    fp.coreArea_um2 260000 \
    hold_buffers 0 \
    period_minus_slack_ns 7.29 \
    synth_cells 3547 \
    critPathKind "input pin to flip-flop" \
    p_total_uw 10800 \
    p_clk_frac 0.409 \
    sequentialPowerShare 0.546 \
    ys_seq_share 0.786 \
    vias 37242 \
    status "finished clean" \
    cts_sinks 2056 \
    p_sw_frac 0.211 \
    fin_worst_hold_slack_ns 1.11 \
    clk_path_buf_depth 3 \
    layout.cells.most_common "edfxtp_1" \
    top_area_cell "edfxtp_1" \
    rrSetupSlack_ns 13.03 \
    topCellsByArea "edfxtp_1, mux4_2, a22oi_1, nor2_1, a21oi_1" \
    hp-class "flip-flop to flip-flop" \
    io_pins 27 \
    cts_tree "built" \
    htreeDepth 4 \
    finClkSkew_ns 0.0497 \
    cts_setup_buffers 0 \
    finalSetupTns_ns 0 \
    maxCapViolations 0 \
    clk_pin_slew_worst_paths_ns 0.06 \
    yosysTopAreaCellShare 0.786 \
    numCtsBuffers 197 \
    place_hpwl_um 114000 \
    worst-endpoint-arrival_ns 7.77 \
    drv_slew 0 \
    p_comb_frac 0.045 \
    ys_cells 3547 \
    drtPass1Iterations 5 \
    p_sw_uw 2280 \
    wl_per_cell_um 26.1 \
    ir_drop_mv 0.112 \
    setup_viol 0 \
    cts_resized 0 \
    antenna_found_initial 6 \
    globalplace.congestion 0.855 \
    max-slew-margin-rel 0.0806 \
    power.density_nw_per_um2 121 \
    rows 187 \
    p_leak_uw 0.0267 \
    rsz0062_at_grt "no" \
    internal_power_uw 8540 \
    num-fill-cells 23693 \
    grt_overflow 0 \
    ys_area_um2 78600 \
    dieArea_um2 264000 \
    drc_errors 0 \
    layout-drive-gt1-share 0.249 \
    end_kind "flip-flop" \
    required_ns 16.58 \
    viasPerCell 5.05 \
    setup.worst_path.start_class "input pin" \
    min_period_over_period 0.453 \
    setup_ws_ns 8.81 \
    clk_latency_ns 0.85 \
    maxClockFrequency_ghz 0.137 \
]
==> worst max-delay path, cell delays in order <==
cell and delay (ns):
buf_8 0.32, buf_12 0.54, buf_4 0.65, buf_4 0.53
mux4_2 0.56, a22oi_1 0.39, a21oi_1 0.17, o41ai_1 0.76
clkbuf_2 0.28, buf_4 0.13, nand4_1 0.09
==> through the flow <==
stage                     instances  utilization  cell area [um^2]
final                          7372        0.345             89800
after global routing           7370        0.345             89800
after CTS                      7366        0.345             89800
after detailed placement       7016        0.322             83600
after global placement         7016        0.322             83600
after floorplan                3547            -             78600
==> routing by layer <==
layer | share of wire | GRT usage | up-vias
li1 | - | - | 15444
met1 | 0.33 | 0.177 | 19230
met2 | 0.48 | 0.243 | 2251
met3 | 0.16 | 0.119 | 313
met4 | 0.026 | 0.0378 | 4
met5 | 0.00072 | 0.00384 | -
==> area by class of cell <==
type                    count  area, um^2  area share
repair buffers            206        1750      0.0194
well taps                3496        4370      0.0487
flip-flops and latches   2056       61700       0.687
clock inverters            97         967      0.0108
diodes                      5        12.5    0.000139
multi-input cells        1258       15800       0.176
inverters                   1        3.75   0.0000418
clock buffers             253        5180      0.0577
==> power by group through the flow <==
stage | Combinational [uW] | Sequential [uW] | Clock, uW
CTS | 495 | 5910 | 4510
finish | 486 | 5910 | 4420
global route | 524 | 5910 | 4700
==> flip-flops by register name, summed over array words and instances (netlist names) <==
name,count
read_data,8
ram,2048
==> kinds of logic after synthesis <==
kind of cell | count (synthesis) | share of synthesized area
muxes | 512 | 0.147
DFF | 2056 | 0.786
and+or+nand+nor | 330 | 0.0173
AOI/OAI and AO/OA | 416 | 0.0362
buffers and inverters | 233 | 0.0140
==> path summary, 6_finish.rpt <==
check,cells after the start,start,end
min,5,ram[116][3],read_data[3]
max,11,addr[0],read_data[3]
min reg2reg,5,ram[116][3],read_data[3]
max reg2reg,5,ram[239][3],read_data[3]
==> synth_stat cells <==
library cell  number
or2_2              2
a21oi_1          128
nor3_1            30
or3_1              1
buf_2             36
nand2_1           28
nand2b_1           6
buf_6             16
nor2_1           232
mux4_2           512
buf_1             19
buf_4             16
nand4_1            8
and2_1             3
a22oi_1          256
o41ai_1           32
inv_1              1
nor2b_1            7
nand3_1           13
clkbuf_1         145
edfxtp_1        2056
No activity file was given, so power comes from the tool's default toggle rates.
