**flow/run.sh**
```bash
#!/bin/bash
# OpenROAD 26Q1-2900-gdf79404cd8, Yosys 0.63+post, stock flow scripts
make -C /OpenROAD-flow-scripts/flow DESIGN_CONFIG=/design/flow/config.mk WORK_HOME=/design/flow/orfs finish
```
**flow/config.mk**
```make
export PLATFORM = sky130hd
export DESIGN_NAME = baud_tick_gen
export DESIGN_NICKNAME = baud_tick_gen
export VERILOG_FILES = /design/flow/design.v
export SDC_FILE = /design/flow/constraint.sdc
export NUM_CORES = 4
export LEC_CHECK = 1
export CORE_UTILIZATION = 40
```
**flow/constraint.sdc**
```tcl
current_design baud_tick_gen

set clk_period 283.4
set clk_io_pct 0.2

create_clock -name clk0 -period $clk_period [get_ports {clk}]

set non_clock_inputs [all_inputs -no_clocks]
set_input_delay [expr $clk_period * $clk_io_pct] -clock clk0 $non_clock_inputs
set_output_delay [expr $clk_period * $clk_io_pct] -clock clk0 [all_outputs]
```
**flow/design.v**
```verilog
package cmd_pkg;
    typedef struct packed {
        logic [7:0] cmd_type;   
        logic [7:0] addr;
        logic [7:0] data;
    } cmd_packet_t;
endpackage : cmd_pkg
module baud_tick_gen #(
    parameter int unsigned CLK_FREQ_HZ = 100_000_000
) (
    input  logic        clk,
    input  logic        rst,
    input  logic [31:0] baud_rate,
    output logic        baud_tick
);
    logic [31:0] baud_cycles;
    logic [31:0] counter;
    always_comb begin
        baud_cycles = (baud_rate != 0) ? (CLK_FREQ_HZ / baud_rate) : 1;
    end
    always_ff @(posedge clk or posedge rst) begin
        if (rst)
            counter <= 0;
        else if (counter >= baud_cycles - 1)
            counter <= 0;
        else
            counter <= counter + 1;
    end
    assign baud_tick = (counter == baud_cycles - 1);
endmodule
```
==> flow_summary_export.csv <==
group,metric,value,unit
timing,min_period,199.01,ns
timing,fin_tns_setup,0,ns
critical_path,crit_buf_inv,23,
synthesis,syn_area_per_cell,6.737,um^2
synthesis,ys_top_logic_family,"AND-OR/OR-AND gates",
critical_path,r2r_cells,15,
pwr,power.density,1.261,mW/mm^2
synthesis,synth_seq_share,2.269,%
grt,top_usage_layer,"met2",
routing,drtIter0Drc,4514,
cells_and_area,reg_top3,"counter (32)",
clock_network,postCtsSetupBuffers,0,
critical_path,cp_slowest_stage_delay,0.99,ns
outcome,status,"finished, final reports clean",
synthesis,synthXorXnorAreaFrac,10.18,%
critical_path,critPathKind,"input pin to primary output",
grt,grt_first_pass_wirelength,248500,um
placed_design,portBuffers,34,
pwr,total_power,47.51,uW
cells_and_area,largest_register_ffs,32,
routing,wl_per_cell,26.21,um
clock_network,clkSinkCount,32,
floorplanning,die_w,299.0,um
timing,fmax,0.005025,GHz
critical_path,worstReg2RegStart,"counter[1]",
cells_and_area,fillers,9051,
cells_and_area,area_growth,6.761,%
synthesis,syn_area,0.03529,mm^2
routing,drc,0,
synthesis,simple_gate_area_share,25.42,%
clock_network,cts_tree,"built",
synthesis,yosys.cell_types.count,112,
synthesis,ys.flops,32,
synthesis,ys.flop_type,"dfrtp_1",
synthesis,synthAoiAreaFrac,36.22,%
synthesis,synth_stat.cells,5238,
hold_path,min_delay_path_depth,1,
critical_path,reg2reg_slack,280.39,ns
grt,grt_pass1_vias,38590,
critical_path,cp-start-kind,"input pin",
floorplanning,die_y,299.0,um
clock_network,cts_buffer_depth,2,
synthesis,syn_inst,5238,
cells_and_area,finalNonFillerCells,6407,
floorplanning,fp.dieArea,0.08942,mm^2
synthesis,postSynth.asyncResetShare,100.0,%
timing,finalHoldViolCount,0,
grt,antenna_found_initial,1,
synthesis,synth_top_area_share,18.76,%
routing,routed_via_density,6.571,
synthesis,fa_ha_area_share,18.76,%
hold_path,hold_class,"flip-flop to flip-flop",
timing,setup_ws,84.39,ns
synthesis,topCellsByArea,"ha_1, a21oi_1, xnor2_1",
routing,vias,42100,
timing,finalMaxSlewViolations,0,
job,max_cap_viol_count,0,
placed_design,placedCellCount,6397,
critical_path,cp.required,226.72,ns
synthesis,synth-warning-count,1,
timing,worstMarginPinSlew,1.361,ns
timing,setup_viol,0,
timing,period_used_share,70.22,%
grt,grt_use_total,37.00,%
grt,use_met1,54.02,%
grt,met3_usage,5.673,%
clock_network,cts_resized,0,
clock_network,clkTransAtPathRegs,0.05,ns
floorplanning,rows,108,
synthesis,largest_area_cell,"ha_1",
pwr,irDropWorstVdd,0.002247,mV
routing,dr.pass1.iters,6,
synthesis,mux_area_share,3.251,%
routing,wl,167900,um
clock_network,cts_made_buffers,5,
grt,grtUsageMet2,55.01,%
floorplanning,coreArea,0.08702,mm^2
cells_and_area,drive_gt1_share,6.514,%
critical_path,path_common_cell,"ha_1",
routing,detail-route-antenna-nets,0,
floorplanning,pin_count,35,
timing,slew_headroom,8.098,%
clock_network,clk_latency,0.27,ns
placed_design,globalplace.congestion,1.060,
clock_network,ctsHoldBuffers,0,
synthesis,edf_count,0,
job,warnings,25,
critical_path,worstPathMaxFanout,38,
cells_and_area,layout_top_cells,"nor2_1, nand2_1, ha_1",
floorplanning,core_util_floorplan,40.55,%
grt,grt_max_degree,39,
hold_path,holdPathEnd,"counter[0]",
timing,fin_skew,0.002460,ns
cells_and_area,final_common_cell,"nor2_1",
critical_path,cp_top_family,"AND-OR/OR-AND gates",
grt,overflow,0,
synthesis,yosys_area,0.03529,mm^2
critical_path,crit_path_start,"baud_rate[18]",
placed_design,hpwlAfterDp,135700,um
clock_network,cts_max_level,2,
hold_path,min-delay-start,"counter[0]",
cells_and_area,regMostFlops,"counter",
critical_path,slowest_stage,"a221oi_1",
critical_path,timing.rr.end,"counter[6]",
pwr,p_leak,0.01684,uW
placed_design,dp_slack,86.88,ns
critical_path,worstPathArrival,142.33,ns
critical_path,end_kind,"primary output",
timing,whs,0.5286,ns
timing,rsz0062_at_grt,"false",
clock_network,cts-root-buf,"clkbuf_16",
==> power by group <==
group | switching [uW] | internal (uW)
Sequential | 0 | 4.57
Combinational | 23.3 | 13.1
Clock | 1.95 | 4.62
==> routing by layer <==
| layer | routed length [um] | share of wire [%] |
|---|---|---|
| met1 | 74210 | 44 |
| met2 | 70430 | 42 |
| met3 | 16010 | 9.5 |
| met4 | 7274 | 4.3 |
| met5 | 12 | 0.0071 |
==> cells in the mapped netlist, types with 25 or more instances <==
library cell / number
or2_2: 32
buf_1: 25
xnor2_1: 253
a31oi_1: 86
clkbuf_1: 97
and2_1: 44
nor2_1: 580
a211o_1: 26
mux2_2: 59
mux2i_1: 46
nand3_1: 153
o211ai_1: 62
or3_1: 67
nand2b_1: 82
and3_1: 46
a21o_1: 204
nor2b_1: 40
o21a_1: 123
buf_2: 38
o21bai_1: 48
ha_1: 529
inv_1: 183
a211oi_1: 62
nor3_1: 148
nand2_1: 538
nand4_1: 65
o21ai_0: 348
dfrtp_1: 32
a21oi_1: 493
nor4_1: 28
xor2_1: 157
o31ai_1: 45
==> area by class of cell <==
class / instances / area, um^2 / area share (%)
repair buffers: 167 / 1336 / 3.547
inverters: 186 / 698.2 / 1.853
flip-flops and latches: 32 / 800.8 / 2.125
well taps: 1155 / 1445 / 3.836
clock buffers: 7 / 152.6 / 0.4052
diodes: 2 / 5.005 / 0.01328
multi-input cells: 4857 / 33210 / 88.14
clock inverters: 1 / 30.03 / 0.07970
==> worst max path at each step <==
stage	to	slack [ns]	cells past startpoint
after CTS	baud_tick	86.59	275
after global routing	baud_tick	80.11	280
final	baud_tick	84.39	277
==> per-stage QoR <==
stage               instance area (um^2)  util, %
finish                             37680    43.29
global route                       37670    43.29
CTS                                37670    43.29
detailed placement                 37490    43.08
global placement                   37490    43.08
floorplan                          35290        -
==> kinds of logic (layout without fill, tap and decap cells) <==
| logic type | count (synthesis) | in the layout |
|---|---|---|
| XOR/XNOR | 410 | 410 |
| other | 1 | 3 |
| AND-OR/OR-AND | 1904 | 1904 |
| multiplexers | 106 | 106 |
| buffers and inverters | 349 | 361 |
| flip-flops | 32 | 32 |
| adder cells (fa/ha/maj) | 529 | 529 |
| AND/OR/NAND/NOR | 1907 | 1907 |
Power figures rest on the tool's default switching activity, not on a simulated workload.
