--- design/flow/run.sh ---
#!/bin/bash
# OpenROAD 26Q1-2900-gdf79404cd8, Yosys 0.63+post, stock flow scripts
make -C /OpenROAD-flow-scripts/flow DESIGN_CONFIG=/design/flow/config.mk WORK_HOME=/design/flow/orfs finish
--- design/flow/design.v ---
package cmd_pkg;
    typedef struct packed {
        logic [7:0] cmd_type;   
        logic [7:0] addr;
        logic [7:0] data;
    } cmd_packet_t;
endpackage : cmd_pkg
module byte_fifo #(
    parameter DEPTH = 16,
    parameter ADDR_WIDTH = $clog2(DEPTH)
)(
    input  logic        clk,
    input  logic        rst,
    input  logic        wr_en,
    input  [7:0]  wr_data,
    input  logic        rd_en,
    output [7:0]  rd_data,
    output logic        valid,
    output logic        full,
    output logic        empty
);
logic [7:0] mem [0:DEPTH-1];
logic [ADDR_WIDTH-1:0] wr_ptr, rd_ptr;
logic [ADDR_WIDTH:0] count;
bit valid_write;
bit valid_read;
assign full = (count == DEPTH);
assign empty = (count == 0);
assign valid = !empty;
assign rd_data = mem[rd_ptr];
assign valid_write = (!full && wr_en);
assign valid_read = (!empty && rd_en);
always_ff @(posedge clk, posedge rst) begin
    if (rst) begin
        wr_ptr <= 0;
    end else if (valid_write) begin
        mem[wr_ptr] <= wr_data;
        wr_ptr <= wr_ptr + 1;  
    end 
end
always_ff @(posedge clk, posedge rst) begin
    if (rst) begin
        rd_ptr <= 0;
    end else if (valid_read) begin
        rd_ptr <= rd_ptr + 1;
    end
end
always_ff @ (posedge clk, posedge rst) begin
    if (rst) begin
        count <= 0;
    end else if (valid_write) begin
        count <= count - 1;
    end else if (valid_read) begin
        count <= count + 1;
    end
end
endmodule
--- design/flow/constraint.sdc ---
current_design byte_fifo

set clk_period 3.1
set clk_io_pct 0.2

create_clock -name clk0 -period $clk_period [get_ports {clk}]

set non_clock_inputs [all_inputs -no_clocks]
set_input_delay [expr $clk_period * $clk_io_pct] -clock clk0 $non_clock_inputs
set_output_delay [expr $clk_period * $clk_io_pct] -clock clk0 [all_outputs]
--- design/flow/config.mk ---
export PLATFORM = sky130hd
export DESIGN_NAME = byte_fifo
export DESIGN_NICKNAME = byte_fifo
export VERILOG_FILES = /design/flow/design.v
export SDC_FILE = /design/flow/constraint.sdc
export NUM_CORES = 4
export LEC_CHECK = 1
export CORE_UTILIZATION = 40
==> reports/results.ini <==
[setup_path]
crit_slowest_cell = clkdlybuf4s50_1
crit_required_ns = 2.48
regToRegSetupSlack_ns = 0.33
critical_path.endpoint_type = primary output
cpPeakStageDelay_ns = 0.47
crit_chain = ha_1 -> buf_12 -> a222oi_1 -> mux4_2 -> nand3_1 -> clkdlybuf4s50_1
critPathBufInv = 2
crit_family = buffers and inverters
start_kind = flip-flop
critPathKind = reg -> out
cp_data_arrival_time_ns = 2.44
cp_max_fo = 28

[cts]
clk_path_buf_depth = 2
cts_tree = done
cts.sink_count = 141
htreeDepth = 4
postCtsHoldBufs = 0
clk_latency_ns = 0.42
cts_buffers = 17
cts_root_buffer = clkbuf_16
clkTransAtPathRegs_ns = 0.06

[worst_hold_path]
hp-class = reg -> reg

[floorplanning]
initCoreUtil_pct = 41.33
num_rows = 43
io_pins = 23
die_area_mm2 = 0.01500
die_h_um = 122.5
dieWidth_um = 122.5
core-area_mm2 = 0.01404

[synth]
ys_ff = 141
edf_count = 128
async_flop_share_pct = 9.220
ys_types = 51
ys_warn_count = 2
flop_cell = edfxtp_1
yosysSeqAreaShare_pct = 71.83
synthTopCellsByCount = edfxtp_1 (128), nand2_1 (24), nor2_1 (18), a21oi_1 (15), nand3_1 (15)
netlist.area_leader.share_pct = 66.22
ys_area_mm2 = 0.005804
yosys-top-cells-area = edfxtp_1 (66%), dfrtp_1 (5.6%), ha_1 (2.4%), a22oi_1 (1.7%), mux2_2 (1.6%)
avgSynthCellArea_um2 = 15.08
synthesis.area_mm2 = 0.005804
synthCells = 385
top_area_cell = edfxtp_1
yosysMostFrequentCell = edfxtp_1
yosys_cells = 385

[route]
vias = 3552
drtIter0Drc = 254
ant_nets = 0
wl_per_cell_um = 21.05
drt_first_pass_iters = 7
antennaDiodeCount = 0
routed_wl_mm = 13.56
drc_errors = 0
drt-vias-per-instance = 5.516

[final_timing]
period_needed_ns = 3.058
fin_ws_ns = 0.04236
finalCritPeriodShare_pct = 98.63
worst_slew_pin_slew_ns = 0.6338
clock.fmax_mhz = 327.0
hold_viol_final = 0
grt_setup_unrepaired = true
timing.slew.headroom_pct = 57.62
slew_viol_final = 0
skew_ns = 0.006483
setup_viol = 0

[grt]
grt.total_usage_pct = 20.38
grt_pass1_vias = 3716
antenna_found_initial = 0
grt_max_degree = 39
overflow = 0
grt_pass1_wl_mm = 20.52

[final_layout]
stdcell_count = 644
fillers = 1094
area_delta_synth_final_pct = 27.61
drive_gt1_share_pct = 24.78

[power]
ir_worst_vdd_mv = 0.4296
pwr_density_cell_mw_per_mm2 = 985.1
p_leak_nw = 2.593

[run]
tool_warnings = 33
maxCapViolCount = 0

[placement]
place_hpwl_mm = 8.456
portBuffers = 22
numPlacedInstances = 596
pre_cts_slack_ns = 0.1364
gp_congestion = 0.8333

[status]
status = complete, no violations

==> cells in the final DEF (no fill, tap or decap), types with 10 or more instances in the layout <==
cell	count
nor2_1	18
clkbuf_16	18
a21oi_1	13
clkdlybuf4s50_1	15
a22oi_1	11
dfrtp_1	10
buf_4	37
edfxtp_1	128
nand2_1	24
nand3_1	15
==> registers in the layout, indices dropped and copies added, names as in the netlist <==
register	cells
mem	128
count	5
rd_ptr	4
wr_ptr	4
==> metrics by stage <==
stage                     utilization [%]  area, um^2   TNS, ns  power, W  hold WS, ns
after floorplan                         -        5804         0  0.003730       0.4520
after global placement              45.98        6456         0  0.004711       0.4711
after detailed placement            45.98        6456         0  0.004739       0.4699
after CTS                           51.93        7292  -0.09568  0.007174       0.4810
after global routing                52.75        7407  -0.04637  0.007663       0.5160
final                               52.75        7407         0  0.007297       0.4823
==> final cells by class <==
| cell class | count | area, um^2 | area share (%) |
|---|---|---|---|
| repair buffers | 70 | 715.7 | 9.662 |
| clock buffers | 18 | 429.2 | 5.794 |
| clock inverters | 14 | 216.5 | 2.922 |
| multi-input cells | 209 | 1600 | 21.60 |
| inverters | 12 | 47.55 | 0.6419 |
| flip-flops and latches | 141 | 4173 | 56.33 |
| well taps | 180 | 225.2 | 3.041 |
==> per-layer routing <==
| metal | track usage [%] | vias to the layer above | share of wire (%) |
|---|---|---|---|
| met3 | 10.44 | 16 | 11 |
| met5 | 0 | - | 0 |
| li1 | - | 1656 | - |
| met4 | 2.896 | 0 | 1.5 |
| met1 | 31.27 | 1722 | 41 |
| met2 | 28.86 | 158 | 46 |
==> worst register-to-register path, stage by stage (launching register included) <==
cell and delay (ns):
dfrtp_1 0.43, or4_4 0.59, o21ai_4 0.20, inv_2 0.14, ha_1 0.35, nand2b_1 0.08
a2111oi_0 0.54, a211oi_1 0.10, a211oi_1 0.24
==> logic make-up (layout without fill, tap and decap cells) <==
logic type               count (synthesis)  count (layout)  share of synthesized area [%]
AND-OR/OR-AND                           93              93                          12.18
XOR/XNOR                                 9               9                          1.358
adder cells (fa/ha/maj)                 12              12                          2.716
buffers and inverters                   35             114                          2.436
flip-flops                             141             141                          71.83
multiplexers                            12              12                          2.544
AND/OR/NAND/NOR                         83              83                          6.941
==> worst paths after layout <==
kind | end | start | depth (start not counted)
worst max-delay path | rd_data[3] | rd_ptr[0] | 6
worst min-delay path | count[4] | count[4] | 1
worst max register to register | count[4] | count[1] | 8
worst min register to register | count[4] | count[4] | 1
max in group asynchronous | rd_ptr[2] | rst | 3
min in group asynchronous | rd_ptr[1] | rst | 3
==> where the power goes <==
group | leakage, nW | switching (W) | internal [W]
logic | 0.974 | 0.00133 | 0.00134
clock network | 0.316 | 0.000758 | 0.00143
registers | 1.30 | 0.000184 | 0.00226
total | 2.59 | 0.00227 | 0.00503
==> repair_timing <==
action,4_1_cts,5_1_grt
pin swaps,15,12
cloned,1,1
endpoints found under the setup margin,8,6
setup buffers,9,5
gates resized,28,16
No activity file was given, so power comes from the tool's default toggle rates.
